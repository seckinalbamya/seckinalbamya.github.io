==> design.v <==
module pwm_generator
#(
	parameter CLK_FREQ_c		= 100_000_000, 
	parameter PWM_FREQ_c		= 100, 
	parameter PWM_RESOLUTION_c	= 10 
)
(
	input CLK_i, 
	input RESET_n_i, 
	input EN_i,		
	input [PWM_RESOLUTION_c-1:0] PWM_VALUE_i,
	output reg PWM_o		
);
    function integer clogb2;
    input integer depth;
      for (clogb2=0; depth>0; clogb2=clogb2+1)
        depth = depth >> 1;
    endfunction
	localparam pwm_tick_counter_limit_c = (CLK_FREQ_c + ((PWM_FREQ_c * (2**PWM_RESOLUTION_c))/2) ) / (PWM_FREQ_c * (2**PWM_RESOLUTION_c));
	reg [clogb2(pwm_tick_counter_limit_c)-1:0] pwm_tick_counter = {clogb2(pwm_tick_counter_limit_c){1'b0}}; 
	reg pwm_tick = 1'b0; 
	reg [PWM_RESOLUTION_c-1:0] pwm_duty_counter = 0; 
	reg [PWM_RESOLUTION_c-1:0] pwm_value = 0; 
	always@(posedge CLK_i)
	begin
		if(~RESET_n_i) begin  
				PWM_o <= 1'b0;
				pwm_value		 <= 0; 
				pwm_tick_counter <= 0; 
				pwm_tick		 <= 1'b0; 
				pwm_duty_counter <= 0; 
		end else begin
			if(EN_i) begin 
				if(pwm_duty_counter == 0) 
					pwm_value <= PWM_VALUE_i; 
                    if(pwm_tick_counter == (pwm_tick_counter_limit_c-1)) begin 
                        pwm_tick_counter <= 0; 
                        pwm_tick <= 1'b1;
                    end else begin
                        pwm_tick_counter <= pwm_tick_counter + 1; 
                        pwm_tick <= 1'b0;
                    end
				if(pwm_tick == 1) 
					if(pwm_duty_counter == {PWM_RESOLUTION_c{1'b1}})  
						pwm_duty_counter <= 0; 
					else
						pwm_duty_counter <= pwm_duty_counter + 1; 
				if(pwm_duty_counter < pwm_value) 
					PWM_o <= 1'b1;
				else 
					PWM_o <= 1'b0;
			end else begin 
                PWM_o <= 1'b0;
                pwm_value         <= 0; 
                pwm_tick_counter <= 0; 
                pwm_tick         <= 1'b0; 
                pwm_duty_counter <= 0; 
			end
		end
	end
endmodule
==> run.sh <==
#!/bin/bash
# OpenROAD 26Q1-2900-gdf79404cd8, Yosys 0.63+post, stock flow scripts
make -C /OpenROAD-flow-scripts/flow DESIGN_CONFIG=/design/flow/config.mk WORK_HOME=/design/flow/orfs finish
==> config.mk <==
export PLATFORM = sky130hd
export DESIGN_NAME = pwm_generator
export DESIGN_NICKNAME = pwm_generator
export VERILOG_FILES = /design/flow/design.v
export SDC_FILE = /design/flow/constraint.sdc
export NUM_CORES = 4
export LEC_CHECK = 1
export CORE_UTILIZATION = 30
==> constraint.sdc <==
current_design pwm_generator

set clk_period 3.1
set clk_io_pct 0.2

create_clock -name clk0 -period $clk_period [get_ports {CLK_i}]

set non_clock_inputs [all_inputs -no_clocks]
set_input_delay [expr $clk_period * $clk_io_pct] -clock clk0 $non_clock_inputs
set_output_delay [expr $clk_period * $clk_io_pct] -clock clk0 [all_outputs]
==> run summary <==
Status on the layout run. After synthesis the netlist holds a flip-flop and latch count of 32. Floorplan core density landed at 31.8%. In the post-synthesis netlist, the biggest area contributors are sky130_fd_sc_hd__dfxtp_1, sky130_fd_sc_hd__ha_1, sky130_fd_sc_hd__nor2_1, sky130_fd_sc_hd__mux2i_1, sky130_fd_sc_hd__xor2_1. In this run, the combinational gates consume 5.8% of the power. Number of primary I/O pins landed at 14.

In the Yosys report the total cell count is 172. According to the timing report, the arrival time at the worst endpoint equals 2.00 ns. In this run the register-to-register setup slack is 1.25 ns.

Per the synth stats, the flop cell with the highest instance count is sky130_fd_sc_hd__dfxtp_1. In the synthesis report, Yosys lists the chip area as 1540 um2. The initial antenna violation count was 0. Warnings raised by the tools during the run amount to 27. Worst reg2reg path depth landed at 4.

For this run, the number of Yosys warnings is 1. Remaining antenna violation count after routing landed at 0. Area growth from synthesis to layout landed at 19.1%. The share of the Yosys chip area taken by registers is 41.5%.

Per the detail_route report, the via count comes to 1140. The worst setup path is captured at a flop. Per the gpl log, the routability congestion estimate is 0.734. Setup repair after global routing left no endpoint under its margin.

From bottom edge to top edge, the die measures 73.7 um. Worst hold path cell count landed at 1. Across all hold checks on the routed design, the worst slack comes to 0.467 ns. In the routed netlist, the antenna diode instances number 0. After routing the design area is 1840 um2.

After detailed routing, the number of vias per cell comes to 4.42. Iteration-0 DRC count of the detailed router landed at 26. The analysis attributes to cell leakage a power of 0.655 nW.

Power density of the placed cells landed at 434 nW/um2. Insertion delay at the late pin of the worst-skew pair landed at 0.28 ns. The number of hold buffers added after CTS was 0.

HPWL after detailed placement landed at 1890 um. Global-route usage over all layers landed at 11.0%. After floorplanning, the core was divided into 25 placement rows. Cell area after synthesis landed at 1540 um2. Highest ir drop seen on vdd landed at 0.000216 V. In this run the power spent charging and discharging nets is 0.175 mW. Sorting the Yosys area breakdown by cell type puts at the top sky130_fd_sc_hd__dfxtp_1. The share of total power dissipated in the clock network is 41.2%. The max-slew check reports its worst relative slack as 50.3%. Per the detail_route report, DRC violations left total 0.

Looking at the setup timing report, the critical path kind is flop to flop. The clock passes through at most 2 buffers. Sum of routed wire length over all layers landed at 2670 um.

First-pass GRT wire length landed at 4690 um. Proportion of register bits with asynchronous set or reset after synthesis landed at 0%. For reference, the final report shows the max-slew violation count at 0. Number of cells in the design after placement landed at 250. TritonCTS built the clock tree. Final critical-path share of the clock period landed at 59.6%.

Chip width landed at 73.7 um. The CTS report gives the tree buffer count as 5. Non-filler instance count after layout landed at 258. Pin count of the biggest net entering global routing landed at 18. Number of setup violations in the final report landed at 0.

The iteration count recorded for the first detailed-route pass is 4. Internal portion of total power landed at 0.621 mW. The synthesized design contains 0 enable-type register cells. As logged by OpenROAD, the buffers inserted on ports number 13. Share of total power in sequential cells landed at 53.0%. The H-tree was split into 2 levels. The synthesized netlist contains 32 unique library cells. Net switching share of the total power landed at 22.0%. Summed over all failing endpoints, the final setup total negative slack is 0 ns.

In this run the clock root is driven by a sky130_fd_sc_hd__clkbuf_8. Area inside the core boundary landed at 4850 um2. Post-route clock skew landed at 0.00660 ns. The via count of the first global-routing pass was 1093. In the final report, the number of hold violations comes to 0. Recorded from the global router log, the overflow total was 0. Per the OpenROAD floorplan log, the area of the die is 5430 um2. Subtracting the final worst setup slack from the clock period gives 1.85 ns. Data on the critical path is required at its endpoint by 3.25 ns.

The tree built by TritonCTS fans out to 32 sinks. The timing report gives the clock slew at the launch and capture registers of the worst setup and hold paths as 0.07 ns. After technology mapping, the gate count stands at 172. Post-CTS setup buffer count landed at 0.

The routed design shows a wire length per standard cell of 10.3 um. The pin closest to its max-slew limit shows a slew of 0.741 ns. In this build the clock could be raised as far as 0.542 GHz. Post-cts sizing count landed at 0.

Detailed placement reports a standard cell area of 1750 um2. A synthesized cell averages 8.97 um2. The flow ran to the end, and the final reports show no timing, DRC or antenna violations.

Per the timing report, the biggest fanout along the worst path comes to 10. Layout cell share with drive strength beyond 1 landed at 5.76%. The worst setup path is launched from a flop. The synthesized design devotes to its leading area cell type 41.5% of total area. The tightest min-delay check is of the flop to flop type. Number of max-capacitance violations reported landed at 0.
==> cells in the mapped netlist, types with 2 or more instances <==
master,number
sky130_fd_sc_hd__a21oi_1,3
sky130_fd_sc_hd__and3_1,2
sky130_fd_sc_hd__dfxtp_1,32
sky130_fd_sc_hd__ha_1,13
sky130_fd_sc_hd__inv_1,14
sky130_fd_sc_hd__mux2i_1,11
sky130_fd_sc_hd__nand2_1,10
sky130_fd_sc_hd__nand3_1,7
sky130_fd_sc_hd__nand3b_1,2
sky130_fd_sc_hd__nand4_1,5
sky130_fd_sc_hd__nor2_1,34
sky130_fd_sc_hd__nor3_1,5
sky130_fd_sc_hd__o21ai_0,2
sky130_fd_sc_hd__xnor2_1,7
sky130_fd_sc_hd__xor2_1,8
==> power groups by stage <==
| stage | clock (mW) | sequential [mW] | combinational (mW) |
|---|---|---|---|
| after CTS | 0.342 | 0.422 | 0.0473 |
| after global routing | 0.359 | 0.423 | 0.0526 |
| final | 0.329 | 0.422 | 0.0460 |
==> flip-flops by register name (all words and copies together) (netlist names) <==
| name | cells |
|---|---|
| pwm_duty_counter | 10 |
| pwm_tick_counter | 10 |
| pwm_value | 10 |
| PWM_o | 1 |
| pwm_tick | 1 |
==> cells by family (layout without fill, tap and decap cells) <==
group,after synthesis,after routing,synth area share [%]
XOR/XNOR,15,15,8.52
multiplexers,11,11,7.14
adder cells (fa/ha/maj),13,13,10.5
AND-OR/OR-AND,12,12,5.68
buffers and inverters,16,35,4.14
AND/OR/NAND/NOR,73,73,22.5
flip-flops,32,32,41.5
==> path summary, 6_finish.rpt <==
kind                            start                  end
setup / recovery  pwm_duty_counter[9]         pwm_value[7]
hold / removal    pwm_tick_counter[0]  pwm_tick_counter[0]
hold reg to reg   pwm_tick_counter[0]  pwm_tick_counter[0]
setup reg to reg  pwm_duty_counter[9]         pwm_value[7]
==> per-layer routing <==
layer	GRT usage (%)	vias up	wire length, um
li1	-	613	-
met1	15.7	508	1390
met2	17.7	12	1160
met3	2.22	7	76
met4	1.92	0	48
met5	0	-	0
==> cells in the final DEF (no fill, tap or decap), drive strengths merged, types with 2 or more instances in the layout <==
master          n
clkdlybuf4s50  13
clkbuf          6
and3            2
xnor2           7
mux2i          11
o21ai           4
dfxtp          32
clkinv          2
nor3            5
nand3           8
a21oi           3
inv            14
nand2          10
nand4           5
nand3b          2
xor2            8
nor2           34
ha             13
==> worst max-delay path, cell delays in order (launching register included) <==
cell and delay, ns:
sky130_fd_sc_hd__dfxtp_1 0.37, sky130_fd_sc_hd__nor4_1 0.27, sky130_fd_sc_hd__nand4b_1 0.63, sky130_fd_sc_hd__mux2i_1 0.38
sky130_fd_sc_hd__nor2_1 0.06
==> through the flow <==
stage	total power [mW]	util, %	setup WS (ns)
floorplan	0.455	-	1.75
global placement	0.478	36.0	1.08
detailed placement	0.479	36.0	1.05
CTS	0.812	37.9	1.23
global route	0.835	37.9	1.09
finish	0.797	37.9	1.25
==> final cells by class <==
type / instances / area, um2
Timing Repair Buffer: 13 / 130
Multi-Input combinational cell: 124 / 838
Clock buffer: 6 / 82.6
Clock inverter: 2 / 10.0
Inverter: 14 / 52.6
Fill cell: 493 / 3010
Tap cell: 67 / 83.8
Sequential cell: 32 / 641
No activity file was given, so power comes from the tool's default toggle rates.
